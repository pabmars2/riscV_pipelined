`design.v`:
```
module ALU(Op, Zero, sol, Op1, Op2);
input [3:0] Op;
input [31:0] Op1, Op2;
output Zero;
output [31:0] sol;
reg [31:0] res;
assign Zero = (res == 0) ? 1'b1 : 1'b0;
assign sol = res;
always_comb
begin
	case(Op)
		4'b0000 : res = Op1 + Op2;	 
		4'b1000 : res = Op1 - Op2;  
		4'b0001 : res = Op1 << Op2;  
		4'b0010 : res = (Op1 < Op2) ? 1 : 0;  
		4'b0011 : res = (Op1 < Op2) ? 1 : 0;  
		4'b0100 : res = Op1 ^ Op2;	 
		4'b0101 : res = Op1 >> Op2;  
		4'b1101 : res = Op1 >> Op2;  
		4'b0110 : res = Op1 | Op2;	 
		4'b0111 : res = Op1 & Op2;  
		4'b1001 : res = (Op1 == Op2) ? 1 : 0;  
		4'b1111 : res = Op2;  
		default : res = 0;
	endcase
end
endmodule 
module ALUControl(ALUOP, IN, OUT);
input [1 : 0] ALUOP;
input [3 : 0] IN;
output reg [3 : 0] OUT;
always_comb
begin
	case(ALUOP)
		2'b00 : OUT = IN;
		2'b01 : OUT = 4'b1000;
		2'b10 : OUT = 4'b0000;
		2'b11 : OUT = 4'b1111;  
		default : OUT = 0;			
	endcase
end
endmodule 
module ImmGen (IN, OUT);
input [31 : 0] IN;
output [31 : 0] OUT;
logic [31:0] OUT_a;
assign OUT = OUT_a;
always_comb
begin
	case(IN[6:2])
		5'b00100 : OUT_a = {{20{IN[31]}},IN[31:20]};  
		5'b01000 : OUT_a = {{20{IN[31]}},IN[31:25],IN[11:7]};  
		5'b11000 : OUT_a = {{20{IN[31]}},IN[7],IN[30:25],IN[11:8],1'b0};  
		5'b01101 : OUT_a = {IN[31:12],12'b0};  
		5'b00101 : OUT_a = {{12{IN[31]}},IN[31:12]};  
		5'b11011 : OUT_a = {{12{IN[31]}},IN[19:12],IN[20],IN[30:21],1'b0};  
		5'b11001 : OUT_a = {{19{IN[31]}},IN[31:20],1'b0};  
		5'b00000 : OUT_a = {{20{IN[31]}},IN[31:20]};  
		default : OUT_a = 0;
	endcase
end
endmodule 
module MUX(in1, in2, ctr, out);
input [31 : 0] in1, in2;
input ctr;
output [31 : 0] out;
assign out = (ctr == 1) ? in2 : in1;
endmodule 
module adder(Op1, Op2, Sol);
input [31 : 0] Op1, Op2;
output logic [31 : 0] Sol;
always_comb
begin
	Sol = Op1 + Op2;
end
endmodule 
module control(IN, Brach, PCRead, MemtoReg, ALUOP, MemWrite, ALUSrc, RegWrite, AddPC);
input [6:0] IN;
output reg Brach, PCRead, MemtoReg, MemWrite, ALUSrc, RegWrite, AddPC;
output reg [1:0] ALUOP;
always_comb
begin
	case(IN[6:2])
		5'b00000 : 	 
			begin
				ALUOP =  2'b10;
				Brach = 1'b0;
				PCRead = 1'b0; 
				MemtoReg = 1'b1;
				MemWrite = 1'b0;
				ALUSrc = 1'b1;
				RegWrite = 1'b1;
				AddPC = 1'b0; 
			end
		5'b00100 : 	 
			begin
				ALUOP =  2'b00;
				Brach = 1'b0;
				PCRead = 1'b0; 
				MemtoReg = 1'b0;
				MemWrite = 1'b0;
				ALUSrc = 1'b1;
				RegWrite = 1'b1;
				AddPC = 1'b0; 
			end
		5'b01000 : 	 
			begin
				ALUOP =  2'b10;
				Brach = 1'b0;
				PCRead = 1'b0; 
				MemtoReg = 1'b0;
				MemWrite = 1'b1;
				ALUSrc = 1'b1;
				RegWrite = 1'b0;
				AddPC = 1'b0; 
			end
		5'b01100 : 	 
			begin
				ALUOP =  2'b00;
				Brach = 1'b0;
				PCRead = 1'b0; 
				MemtoReg = 1'b0;
				MemWrite = 1'b0;
				ALUSrc = 1'b0;
				RegWrite = 1'b1;
				AddPC = 1'b0; 
			end
		5'b11000 : 	 
			begin
				ALUOP =  2'b00;
				Brach = 1'b1;
				PCRead = 1'b0; 
				MemtoReg = 1'b0;
				MemWrite = 1'b0;
				ALUSrc = 1'b0;
				RegWrite = 1'b0;
				AddPC = 1'b0; 
			end
		5'b11001 : 	 
			begin
				ALUOP =  2'b10;
				Brach = 1'b0;
				PCRead = 1'b1; 
				MemtoReg = 1'b0;
				MemWrite = 1'b0;
				ALUSrc = 1'b0;
				RegWrite = 1'b1;
				AddPC = 1'b1; 
			end
		5'b11011	:  
			begin
				ALUOP =  2'b10;
				Brach = 1'b0;
				PCRead = 1'b1; 
				MemtoReg = 1'b0;
				MemWrite = 1'b0;
				ALUSrc = 1'b1;
				RegWrite = 1'b1;
				AddPC = 1'b1; 
			end
		5'b01101 :  
			begin
				ALUOP =  2'b11;
				Brach = 1'b0;
				PCRead = 1'b0; 
				MemtoReg = 1'b0;
				MemWrite = 1'b0;
				ALUSrc = 1'b1;
				RegWrite = 1'b1;
				AddPC = 1'b0; 
			end
		5'b00101 :  
			begin
				ALUOP =  2'b00;
				Brach = 1'b0;
				PCRead = 1'b1; 
				MemtoReg = 1'b0;
				MemWrite = 1'b0;
				ALUSrc = 1'b1;
				RegWrite = 1'b1;
				AddPC = 1'b1; 
			end
		default :
			begin
				ALUOP =  2'b00;
				Brach = 1'b0;
				PCRead = 1'b0;
				MemtoReg = 1'b0;
				MemWrite = 1'b0;
				ALUSrc = 1'b0;
				RegWrite = 1'b0;
				AddPC = 1'b0;
			end
	endcase
end
endmodule 
module regPC(CLK, RST_n, IN, OUT);
input CLK, RST_n;
input [31 : 0] IN;
output [31 : 0] OUT;
reg [31 : 0] aux;
assign OUT = aux;
always_ff @(posedge CLK or negedge RST_n) 
begin
	if(!RST_n)
		aux = 0;
	else 
		aux = IN;
end
endmodule 
module registers(CLK, RST_N, Rreg1, Rreg2, Wreg, Wdata, RegWrite, Read1, Read2);
input [4:0] Rreg1, Rreg2, Wreg;
input [31:0] Wdata;
input RegWrite, CLK, RST_N;
output [31:0] Read1, Read2;
reg [31:0] regis [31:0];
integer i;
assign Read1 = regis[Rreg1][31:0];
assign Read2 = regis[Rreg2][31:0];
always_ff @(posedge CLK, negedge RST_N)
begin
	if(!RST_N)
		begin
			for (i=0;i<=31;i=i+1)
				regis[i][31:0] = 0;
		end
	else
		if(RegWrite)
			if(Wreg != 0)  
				regis[Wreg][31:0] = Wdata;			
end
endmodule 
module top(CLK, RST_N, idata, ddata_r, iaddr, daddr, ddata_w, WRam);
parameter N = 1024;
localparam n = $clog2(N);
input CLK, RST_N;
input [31 : 0] idata;
input [31 : 0] ddata_r;
output [n-1 : 0] iaddr, daddr;
output [31 : 0] ddata_w;
output WRam;
wire Zero, RegWrite;
wire [3 : 0] OP;
wire [31 : 0] AluRes, AluIn1, AluIn2;
wire [31 : 0] NeoPC;
wire [31 : 0] ADRESS;
wire [31 : 0] Add1, Add2;
wire [31 : 0] OutImm;
wire [31 : 0] Reg1, Reg2, WData;
wire [1:0] AluOP;
wire ctrAddSum, ctrReg1, ctrReg2, ctrRam, ctrAddSum_aux, AddPC;
assign ctrAddSum = (AddPC || (Zero && ctrAddSum_aux)) ? 1'b1 : 1'b0;
assign daddr = AluRes;
assign ddata_w = Reg2;
assign iaddr = ADRESS[n+1 : 2];
regPC PC_a(
	.CLK(CLK), 
	.RST_n(RST_N), 
	.IN(NeoPC), 
	.OUT(ADRESS));
ALU ALU(
	.Op(OP), 
	.Zero(Zero), 
	.sol(AluRes), 
	.Op1(AluIn1), 
	.Op2(AluIn2));
registers Registers(
	.CLK(CLK), 
	.RST_N(RST_N), 
	.Rreg1(idata[19:15]), 
	.Rreg2(idata[24:20]), 
	.Wreg(idata[11:7]), 
	.Wdata(WData), 
	.RegWrite(RegWrite), 
	.Read1(Reg1), 
	.Read2(Reg2));
ImmGen ImmGen(
	.IN(idata[31:0]), 
	.OUT(OutImm));
adder	 Add(
	.Op1(ADRESS), 
	.Op2(4), 
	.Sol(Add1));
adder	AddSum(
	.Op1(ADRESS), 
	.Op2(OutImm), 
	.Sol(Add2));
MUX MUXAddSum(
	.in1(Add1), 
	.in2(Add2), 
	.ctr(ctrAddSum), 
	.out(NeoPC));
MUX MUXReg2(
	.in1(Reg2), 
	.in2(OutImm), 
	.ctr(ctrReg2), 
	.out(AluIn2));	
MUX MUXReg1(
	.in1(Reg1), 
	.in2(Add1), 
	.ctr(ctrReg1), 
	.out(AluIn1));		
MUX MUXRam(
	.in1(AluRes), 
	.in2(ddata_r), 
	.ctr(ctrRam), 
	.out(WData));		
ALUControl	ALUControl(
	.ALUOP(AluOP), 
	.IN({idata[30],idata[14:12]}), 
	.OUT(OP));
control conrtol(
	.IN(idata[6:0]), 
	.Brach(ctrAddSum_aux), 
	.PCRead(ctrReg1), 
	.MemtoReg(ctrRam), 
	.ALUOP(AluOP), 
	.MemWrite(WRam), 
	.ALUSrc(ctrReg2), 
	.RegWrite(RegWrite),
	.AddPC(AddPC));
endmodule 
```
`run.sh`:
```
#!/bin/bash
# OpenROAD 26Q1-2900-gdf79404cd8, Yosys 0.63+post, stock flow scripts
make -C /OpenROAD-flow-scripts/flow DESIGN_CONFIG=/design/flow/config.mk WORK_HOME=/design/flow/orfs finish
```
`config.mk`:
```
export PLATFORM = sky130hd
export DESIGN_NAME = top
export DESIGN_NICKNAME = top
export VERILOG_FILES = /design/flow/design.v
export SDC_FILE = /design/flow/constraint.sdc
export NUM_CORES = 4
export LEC_CHECK = 1
export CORE_UTILIZATION = 40
```
`constraint.sdc`:
```
current_design top

set clk_period 18.5
set clk_io_pct 0.2

create_clock -name clk0 -period $clk_period [get_ports {CLK}]

set non_clock_inputs [all_inputs -no_clocks]
set_input_delay [expr $clk_period * $clk_io_pct] -clock clk0 $non_clock_inputs
set_output_delay [expr $clk_period * $clk_io_pct] -clock clk0 [all_outputs]
```
==> reports/results.txt <==
Run status - finished with violations
Violated checks - max-capacitance violations, max-slew violations
Via count - 71350
Simple share - 21.93%
Pwr dens - 107.1 nW/um^2
Worst min path class - reg2reg
Setup Slack @ Placement - 2926 ps
Core Footprint - 163000 sq um
CTS buffer count - 118
Cell Type Count - 108
Comb pwr share - 31.0%
Critical Path, Cell by Cell - buf_4 -> buf_4 -> nand3_1 -> nor2_4 -> buf_4 -> a22oi_1 -> nand4_1 -> nor2_1 -> a21oi_1 -> mux2i_1 -> buf_4 -> ha_1 -> and3_1 -> a221oi_1 -> o21ai_0 -> a21o_1 -> a21oi_1 -> o21bai_1 -> a21o_1 -> nand2_1 -> a41oi_1 -> o311ai_1 -> buf_4 -> clkdlybuf4s50_1
# resized after CTS - 0
Post-Route WL - 406.2 mm
Final WS setup - 2147 ps
Asr flop ratio synth - 100.0%
Crit path max-delay cell type - nor2_4
Boundary Pins - 119
Final setup viols - 0
OpenROAD warning count - 108
Share of cells above drive strength 1 - 13.73%
Xor+xnor area frac - 0.6800%
AO/OA Area Share - 23.28%
Fin crit period - 16350 ps
First-pass GRT wire length - 553.7 mm
Flop pwr share - 37.1%
Peak supply drop - 0.08299 mV
Seq share, synth - 40.23%
Sw Pwr - 3.128 mW
Largest net degree at the start of global routing - 116
Avg Synthesized Cell Area - 8.517 sq um
CP endpoint kind - output port
CP Launch Type - input pin
FP Util - 40.31%
Starting DRT DRC Count - 9133
Synthesized registers - 1056
Ys cells - 7712
Critical Path Fanout Max - 40
Number of global-route vias before repair - 67060
Post-CTS setup buffers - 0
Dominant logic cell type in the layout - dfrtp_1
YS warnings - 8
FP Rows - 148
Slowest Stage Delay on Critical Path - 850 ps
Most numerous logic cells after layout - 1056 x dfrtp_1, 1030 x nand2_1, 944 x o21ai_0
Internal power - 4.843 mW
Count of library flops with an enable pin - 0
RD Place Congestion - 1.123
Fill cells - 15680
Cell Area, Synth - 65680 sq um
Number of antenna violations at the first check in global routing - 50
Total die size - 165800 sq um
Post-DRT Antenna Nets - 0
Crit Path Class - in2out
Unrepaired setup endpoints after global routing - no
Worst slew margin - -4.910%
Critical path's most frequent cell - buf_4
Slew at the pin closest to its max-slew limit - 1559 ps
Die W - 407.2 um
GRT Util Overall - 49.83%
CTS clk-pin slew, worst paths - 60 ps
Root Driver - clkbuf_16
TritonCTS clock tree - built
H-tree levels - 3
Die Y - 407.2 um
Max Slew Vio Count - 4
Clock Skew - 41.20 ps
Comb area leader - AND-OR/OR-AND gates
Buffer levels on the longest clock path - 3
Maximum clock frequency - 61.15 MHz
PortBufs - 116
Total leakage power - 33.92 nW
Clock network fraction of total power - 31.8%
Drt drc - 0
Final period util - 88.39%
Area fraction in mux cells - 5.697%
CP Data Required Time - 14800 ps
Switching fraction of total power - 39.24%
Via density - 7.197
Final Hold Viols - 0
YS chip area - 65680 sq um
Area growth from synthesis to layout - 13.32%
Synthesized instance count - 7712
Max_cap viols - 1
Clk sinks - 1056
Post-CTS Hold Fix Bufs - 0
Clk ins delay skew pair - 800 ps
Total gr overflow - 0
Synth Area in Adders - 2.549%
Worst Path Arrival - 12650 ps
Wire length per cell - 40.97 um
Pre-antenna DRT Iters - 9
Hpwl dp - 271.7 mm
Setup TNS - 0 ps
Dominant flop cell - dfrtp_1
[registers in the layout (all words and copies together), names as in the netlist]
register / flops
PC_a.aux: 32
Registers.regis: 1024
[cell families after synthesis]
family,count (synthesis)
adders and majority gates,132
muxes,343
buffers and inverters,895
xor gates and xnor gates,51
AOI/OAI and AO/OA,2332
DFF,1056
and+or+nand+nor,2903
[worst paths after layout]
kind	from	to	slack (ps)	depth (start not counted)
max reg2reg	Registers.regis[17][0]	PC_a.aux[1]	9010	28
max in group asynchronous	RST_N	Registers.regis[22][11]	11160	7
min reg2reg	Registers.regis[0][14]	Registers.regis[0][14]	400	0
min	Registers.regis[0][14]	Registers.regis[0][14]	400	0
min in group asynchronous	RST_N	Registers.regis[9][25]	2900	1
max	idata[23]	daddr[0]	2150	24
[cells in the mapped netlist (36+ instances only)]
cell type	n	area (sq um)
a2111oi_0	153	1340
a211oi_1	37	277.8
a21o_1	48	360.4
a21oi_1	236	1181
a221oi_1	71	621.9
a22o_1	46	402.9
a22oi_1	360	2703
a31oi_1	36	225.2
and3_1	505	3159
buf_2	110	550.5
clkbuf_1	601	2256
dfrtp_1	1056	26430
ha_1	129	1614
inv_1	104	390.4
mux2_2	210	2365
mux2i_1	125	1251
nand2_1	1064	3994
nand3_1	365	1827
nand4_1	190	1189
nor2_1	339	1272
nor3_1	101	505.5
nor4_1	55	344.1
o21ai_0	953	4770
o221ai_1	36	315.3
[critical path: cells and delay by family]
family	cells	cell delay (ps)
buffers and inverters	6	2700
and+or+nand+nor	6	2100
muxes	1	150
AOI/OAI and AO/OA	10	3440
adders and majority gates	1	400
[routing by layer]
layer,routed length (um),share of wire [%],track usage [%],up-vias
li1,-,-,-,28400
met2,159700,39,64.74,6302
met1,134900,33,56.99,34420
met5,2520,0.62,10.72,-
met4,41720,10,39.37,73
met3,67340,17,31.63,2154
[area by class of cell]
type / instances / area [sq um] / share of cell area, %
Multi-Input combinational cell: 5761 / 36360 / 48.86
Sequential cell: 1056 / 26430 / 35.50
Timing Repair Buffer: 514 / 4192 / 5.631
Clock buffer: 168 / 3433 / 4.613
Tap cell: 2175 / 2721 / 3.656
Clock inverter: 55 / 690.7 / 0.9279
Inverter: 113 / 424.2 / 0.5699
Antenna cell: 72 / 180.2 / 0.2421
[power by group through the flow]
stage | clock network, mW | logic, mW | registers, mW
final | 2.54 | 2.47 | 2.96
after CTS | 2.54 | 2.35 | 2.94
after global routing | 2.62 | 2.58 | 2.99
[metrics by stage]
| stage | hold slack, ps | std cells | utilization [%] | instance area [sq um] | power (mW) |
|---|---|---|---|---|---|
| floorplan | 438.7 | 7712 | - | 65680 | 4.189 |
| global placement | 382.1 | 9619 | 43.03 | 70130 | 5.307 |
| detailed placement | 383.7 | 9619 | 43.03 | 70130 | 5.324 |
| finish | 397.4 | 9914 | 45.68 | 74430 | 7.971 |
| global route | 410.7 | 9854 | 45.58 | 74280 | 8.189 |
| CTS | 398.9 | 9842 | 45.57 | 74250 | 7.834 |
Power and IR drop assume default switching activity.
