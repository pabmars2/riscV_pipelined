<file path="design/flow/config.mk">
export PLATFORM = sky130hd
export DESIGN_NAME = MEM_CTRL
export DESIGN_NICKNAME = MEM_CTRL
export VERILOG_FILES = /design/flow/design.v
export SDC_FILE = /design/flow/constraint.sdc
export NUM_CORES = 4
export LEC_CHECK = 1
export CORE_AREA = 10 10 96 96
export DIE_AREA = 0 0 106 106
</file>
<file path="design/flow/constraint.sdc">
current_design MEM_CTRL

set clk_period 3.7
set clk_io_pct 0.2

create_clock -name clk0 -period $clk_period

set non_clock_inputs [all_inputs -no_clocks]
set_input_delay [expr $clk_period * $clk_io_pct] -clock clk0 $non_clock_inputs
set_output_delay [expr $clk_period * $clk_io_pct] -clock clk0 [all_outputs]
</file>
<file path="design/flow/design.v">
module MEM_CTRL(ddata_w, daddr_in, daddr_out, ddata_r, mem0_dw, mem0_dr, d_rw, mem0_rw, mem1_dout, mem1_din, mem1_ena);
	input [31:0] daddr_in;
	input [31:0] ddata_w, mem0_dr;
	input [15:0] mem1_din;
	input d_rw;
	reg [31:0] in_aux, out_aux;
	output mem0_rw;
	output [31:0] daddr_out;
	output [1:0] mem1_ena;
	output [31:0] mem0_dw, ddata_r;
	output [15:0] mem1_dout;
assign ddata_r = in_aux;	
assign out_aux = ddata_w;
assign mem0_rw = d_rw;
assign daddr_out = daddr_in;
always_comb
	begin
		case(daddr_in)
			32'd1021 :   
				begin 
					mem1_ena = 2'b01; 
					in_aux = mem1_din; 
					mem1_dout = out_aux[15:0]; 
					mem0_dw = out_aux; 
				end
			32'd1022 :   
				begin 
					mem1_ena = 2'b10; 
					in_aux = mem0_dr; 
					mem1_dout = out_aux[15:0]; 
					mem0_dw = out_aux; 
				end
			32'd1023 :   
				begin 
					mem1_ena = 2'b11; 
					in_aux = mem0_dr; 
					mem1_dout = out_aux[15:0]; 
					mem0_dw = out_aux; 
				end
			default : 
				begin 
					mem1_ena = 2'b00; 
					in_aux = mem0_dr; 
					mem0_dw = out_aux; 
					mem1_dout = 16'b0; 
				end			
		endcase
	end
endmodule 
</file>
<file path="design/flow/run.sh">
#!/bin/bash
# OpenROAD 26Q1-2900-gdf79404cd8, Yosys 0.63+post, stock flow scripts
make -C /OpenROAD-flow-scripts/flow DESIGN_CONFIG=/design/flow/config.mk WORK_HOME=/design/flow/orfs finish
</file>
==> notes.md <==
run results: status=completed, Placer Congestion=0.7775, Placed Area=2679 um2, cell count listed in synth_stat.txt=about 130, remaining antenna violation count after routing=0, worst hold stages=0, arrival time of the worst setup path=~2800 ps, dpl ws=-183.4 ps, area enclosed by the die boundary=11240 um2, global-route usage over all layers=about a tenth, number of rows created at floorplan=31, first-pass GRT wire length=8.707 mm, DRC errors left=0, Worst Hold Launch=ddata_w[20], setup repair after global routing missed its margin=no, FF/Latch Area=0 um2, floorplan die height=106 um, Seq share, synth=0%, highest clock rate=279.8 MHz, cell taking the most area after synthesis=sky130_fd_sc_hd__buf_4, Worst Path Required=2960 ps, pwr dens=72.19 nW/um2, vias in the first global route=about 1600, Final Hold Vio Count=0, number of top-level design ports=228, measured slew at the worst slew-check pin=285.1 ps, number of maximum-capacitance constraint violations=0, Synth Instances=133, worst slew margin relative to its limit=80.92%, placed cells=between 300 and 400, number of detailed-routing iterations run before antenna repair=4, post-route setup slack=125.4 ps, post-route minimum period=about 3600 ps, core utilization before placement=14.38%, mean routed wirelength per cell=between 15 and 20 um, sum of overflow across all layers after global routing=0, type of the worst setup path=input pin to output port, area reported by Yosys stat=between 1000 and 1500 um2, HPWL after detailed placement=between 5 and 6 mm, Area contributors post-synth=sky130_fd_sc_hd__buf_4 48%, sky130_fd_sc_hd__mux2_1 15%, sky130_fd_sc_hd__and2_1 11%, Layout Cell Area excl Fill=roughly 2800 um2, ratio of final minimum period to clock period=96.61%, syn avg cell area=7.799 um2, OpenROAD warnings=32, drt first-iter violations=10, final cell count without fillers=around 380, Peak VDD IR=between 0.03 and 0.04 mV, synthesized area=1037 um2, capturing element type of the critical path=output port, final setup TNS=0 ps, Distinct lib cells used=14, input/output buffers=194, Yosys warnings=14, Hold Worst Slack=between 1000 and 1500 ps, Placeable Area=between 7000 and 8000 um2, type of the worst min-delay path=input pin to output port, leak pwr=about 1.1 nW, pin count of the biggest net entering global routing=17, final setup violation count=0, area added between synthesis and finish=167.7%, maximum fanout along the worst path=6, worst hold path endpoint=mem0_dw[20], type of element launching the critical path=input pin, Clock Buffer Count=0, routed wire length=about 6 mm, post-synth top area share=approximately half, via count of the routed design=1326, via/cell ratio=roughly 3.5, Die X-Extent=106 um, initial antenna violation count=1, share of post-route cells with drive strength above 1=12.00%, worst setup path start=daddr_in[24], flip-flop and latch count=0, number of max-slew violations in the final report=0
==> logic make-up after synthesis <==
kind of cell           share of synthesized area, %
buffers and inverters                         49.34
and+or+nand+nor                               33.29
muxes                                         17.37
==> cell usage after synthesis <==
master and instances:
sky130_fd_sc_hd__and2_1 18, sky130_fd_sc_hd__and4_1 1, sky130_fd_sc_hd__buf_2 1, sky130_fd_sc_hd__buf_4 67, sky130_fd_sc_hd__clkbuf_1 1, sky130_fd_sc_hd__mux2_1 14, sky130_fd_sc_hd__mux2_2 2, sky130_fd_sc_hd__nand4_1 2
sky130_fd_sc_hd__nor2_1 2, sky130_fd_sc_hd__nor2b_1 17, sky130_fd_sc_hd__nor3_2 1, sky130_fd_sc_hd__nor4_1 3, sky130_fd_sc_hd__nor4b_2 3, sky130_fd_sc_hd__nor4b_4 1
==> final cells by class <==
| class | count | area (um2) |
|---|---|---|
| antenna | 1 | 2.502 |
| multi-input combinational | 64 | 574.3 |
| timing repair buffer | 211 | 2076 |
| tap | 99 | 123.9 |
| fill | 721 | 4438 |
==> per-layer routing <==
metal	GRT usage, %	routed length [um]	vias to the layer above
li1	-	-	662
met1	9.147	2026	534
met3	7.645	1061	4
met5	0	0	-
met4	0.7737	54	0
met2	16.48	2799	126
==> cell usage in the layout (no fill, tap or decap), types with 3 or more instances in the layout <==
cell type	count
sky130_fd_sc_hd__buf_4	12
sky130_fd_sc_hd__dlygate4sd2_1	32
sky130_fd_sc_hd__and2_1	18
sky130_fd_sc_hd__clkdlybuf4s50_1	157
sky130_fd_sc_hd__nor2b_1	17
sky130_fd_sc_hd__mux2_1	9
sky130_fd_sc_hd__nor4b_4	3
sky130_fd_sc_hd__buf_6	3
sky130_fd_sc_hd__mux2_4	5
==> metrics by stage <==
step                util (%)  power [mW]
floorplan                  -     0.05384
global placement       37.13      0.2126
detailed placement     37.13      0.2114
CTS                    38.41      0.2054
global route           38.48      0.2169
finish                 38.48      0.2004
==> power by group <==
part	leakage [nW]	internal (mW)	switching, mW
Combinational	1.11	0.163	0.0374
Sequential	0	0	0
Clock	0.00000634	0.0000000361	0
Total	1.11	0.163	0.0374
==> how the worst max path moves through the flow <==
| stage | to | slack, ps |
|---|---|---|
| after global routing | ddata_r[19] | 5 |
| after CTS | ddata_r[19] | 3 |
| final | ddata_r[19] | 130 |
==> what timing repair did <==
item                                   in CTS  in global routing
cloned                                      1                  0
hold buffers                                0                  0
gates resized                              54                  2
setup buffers                               5                  1
setup endpoints to repair                  27                 32
endpoints found under the hold margin       0                  0
pin swaps                                  10                  4
==> critical path, stage by stage <==
cell and delay [ps]:
sky130_fd_sc_hd__dlygate4sd2_1 270, sky130_fd_sc_hd__nor4b_4 280, sky130_fd_sc_hd__nand4_1 210, sky130_fd_sc_hd__nor4b_4 370, sky130_fd_sc_hd__buf_4 180, sky130_fd_sc_hd__clkbuf_16 140
sky130_fd_sc_hd__buf_6 90, sky130_fd_sc_hd__buf_4 100, sky130_fd_sc_hd__nor2b_1 40, sky130_fd_sc_hd__clkdlybuf4s50_1 410
Power is estimated from default activity; no workload was simulated.
